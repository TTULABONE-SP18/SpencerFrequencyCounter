==> flow/run.sh <==
#!/bin/bash
# OpenROAD 26Q1-2900-gdf79404cd8, Yosys 0.63+post, stock flow scripts
make -C /OpenROAD-flow-scripts/flow DESIGN_CONFIG=/design/flow/config.mk WORK_HOME=/design/flow/orfs finish
==> flow/config.mk <==
export PLATFORM = sky130hd
export DESIGN_NAME = freq_counter
export DESIGN_NICKNAME = freq_counter
export VERILOG_FILES = /design/flow/design.v
export SDC_FILE = /design/flow/constraint.sdc
export NUM_CORES = 4
export LEC_CHECK = 1
export CORE_UTILIZATION = 50
==> flow/constraint.sdc <==
current_design freq_counter

set clk_period 4.9
set clk_io_pct 0.2

create_clock -name clk0 -period $clk_period [get_ports {clk}]
create_clock -name clk1 -period $clk_period [get_ports {signal}]

set non_clock_inputs [all_inputs -no_clocks]
set_input_delay [expr $clk_period * $clk_io_pct] -clock clk0 $non_clock_inputs
set_output_delay [expr $clk_period * $clk_io_pct] -clock clk0 [all_outputs]
==> flow/design.v <==
module freq_counter (
    input signal, clk,
    output reg [31:0] freq
);
reg [31:0] counter = 0;
reg [31:0] cycles = 0;
reg [31:0] Startcount = 0;
reg [31:0] Endcount = 0;
always@(posedge clk)
begin
    counter = counter + 1;
end
always@(posedge signal)
begin
    Startcount = Endcount;
    Endcount = counter;
    cycles = Endcount - Startcount;
    freq = 100000000 / cycles;
end
endmodule
==> run summary <==
Run status -> aborted with a tool error
Stopping stage -> 5_1_grt
Tool error message -> [ERROR GRT-0116] Global routing finished with congestion. Check the congestion regions in the DRC Viewer.
Boundary Pins -> 34
HPWL Detailed -> 135000 um
Post-Synthesis Cells -> 5082
Count of cell types in the netlist -> 107
Share of the yosys chip area belonging to registers -> 5.48%
TritonCTS Sinks -> 96
Initial standard-cell utilization of the core -> 50.8%
Area leader, netlist -> sky130_fd_sc_hd__ha_1
Post-synthesis sequential element count -> 96
Cell Area, Synth -> 35000 um^2
Synthesis warning total -> 1
Fa+ha+maj area frac -> 18.9%
Top logic family -> AND-OR/OR-AND gates
Compound-gate portion of the synthesized area -> 31.8%
Number of cell rows -> 96
Horizontal die size -> 267 um
Share of the synthesized area in the top cell type -> 18.9%
Die height -> 267 um
Mean cell area of the mapped netlist -> 6.89 um^2
Leading cell types by total area after synthesis -> sky130_fd_sc_hd__ha_1 (19%), sky130_fd_sc_hd__xnor2_1 (6.8%), sky130_fd_sc_hd__a21oi_1 (6.4%)
Count of flip-flops with a built-in enable after synthesis -> 0
Multiplexer share -> 3.68%
Buffers on Ports -> 32
Xor/xnor share of the synthesized area -> 10.4%
Number of cells in the yosys synthesis report -> 5082
Dominant synthesized flop cell -> sky130_fd_sc_hd__dfxtp_1
First-pass GRT wire length -> 301000 um
Global-route total usage across every layer -> 56.1%
Vias in the first global route -> 52100
Grt ovf -> 72
Hold-fix buffer count after cts -> 0
Share of flip-flops with an asynchronous set or reset after synthesis -> 0%
Simple-gate share of the synthesized area -> 25.4%
Largest net degree at the start of global routing -> 79
Area of the synthesized netlist per yosys stat -> 35000 um^2
Weighted congestion at the end of routability-driven global placement -> 1.12
Area after detailed placement -> 54100 um^2
Yosys cell counts (14+ instances only):
master and n:
sky130_fd_sc_hd__a21o_1 210, sky130_fd_sc_hd__nand2b_1 86, sky130_fd_sc_hd__mux2_2 79, sky130_fd_sc_hd__dfxtp_1 96, sky130_fd_sc_hd__a31oi_1 86, sky130_fd_sc_hd__mux2i_1 40, sky130_fd_sc_hd__a21boi_0 23, sky130_fd_sc_hd__o21ai_1 15
sky130_fd_sc_hd__o211ai_1 53, sky130_fd_sc_hd__clkbuf_1 101, sky130_fd_sc_hd__a221o_1 14, sky130_fd_sc_hd__nor2b_1 58, sky130_fd_sc_hd__and3_1 69, sky130_fd_sc_hd__o22ai_1 14, sky130_fd_sc_hd__or3_1 60, sky130_fd_sc_hd__or2_2 37
sky130_fd_sc_hd__a221oi_1 14, sky130_fd_sc_hd__a211o_1 25, sky130_fd_sc_hd__inv_1 215, sky130_fd_sc_hd__xor2_1 145, sky130_fd_sc_hd__o31ai_1 42, sky130_fd_sc_hd__nand4_1 67, sky130_fd_sc_hd__xnor2_1 273, sky130_fd_sc_hd__nand3_1 155
sky130_fd_sc_hd__buf_2 25, sky130_fd_sc_hd__and2_1 45, sky130_fd_sc_hd__nor2_1 552, sky130_fd_sc_hd__nor3_1 147, sky130_fd_sc_hd__and4_1 18, sky130_fd_sc_hd__buf_1 28, sky130_fd_sc_hd__o221ai_1 14, sky130_fd_sc_hd__a2111oi_0 18
sky130_fd_sc_hd__o21a_1 110, sky130_fd_sc_hd__o21bai_1 58, sky130_fd_sc_hd__nand2_1 481, sky130_fd_sc_hd__nor4_1 19, sky130_fd_sc_hd__ha_1 528, sky130_fd_sc_hd__o21ai_0 266, sky130_fd_sc_hd__a21oi_1 451, sky130_fd_sc_hd__a211oi_1 50
metrics by stage:
step                      cells  worst slack (ns)  utilization [%]  setup TNS (ns)  hold WS, ns
after detailed placement   8121            -62.33             78.4         -821.76        0.455
after floorplan            5082            -61.75                -         -824.65        0.352
after global placement     8121            -61.11             78.4         -807.76        0.451
after CTS                  8464            -59.17             85.6         -775.43        0.346
layer usage:
| layer | GRT usage (%) | overflow |
|---|---|---|
| met1 | 71.8 | 10 |
| met2 | 74.4 | 13 |
| met3 | 27.0 | 23 |
| met4 | 34.5 | 22 |
| met5 | 7.35 | 4 |
logic make-up after synthesis:
logic type	count (synthesis)
mux	119
flops	96
compound gates	1670
buf+inv	387
fa+ha+maj	529
xor+xnor	418
other cells	1
simple gates	1862
what timing repair did:
item / CTS
pin swaps: 278
endpoints found under the setup margin: 29
hold endpoints to repair: 0
gates cloned: 5
gates resized: 419
setup buffers: 316
