===== flow/design.v =====
module BCDtoSeg (
    input [3:0] BCD,
    output reg [6:0] Seg
);
always @(BCD)
    begin
        case (BCD)  
            0 : Seg = 7'b1000000;
            1 : Seg = 7'b1111001;
            2 : Seg = 7'b0100100;
            3 : Seg = 7'b0110000;
            4 : Seg = 7'b0011001;
            5 : Seg = 7'b0010010;
            6 : Seg = 7'b0000010;
            7 : Seg = 7'b1111000;
            8 : Seg = 7'b0000000;
            9 : Seg = 7'b0010000;
            default : Seg = 7'b1000000;
        endcase
    end
endmodule

===== flow/run.sh =====
#!/bin/bash
# OpenROAD 26Q1-2900-gdf79404cd8, Yosys 0.63+post, stock flow scripts
make -C /OpenROAD-flow-scripts/flow DESIGN_CONFIG=/design/flow/config.mk WORK_HOME=/design/flow/orfs finish

===== flow/config.mk =====
export PLATFORM = sky130hd
export DESIGN_NAME = BCDtoSeg
export DESIGN_NICKNAME = BCDtoSeg
export VERILOG_FILES = /design/flow/design.v
export SDC_FILE = /design/flow/constraint.sdc
export NUM_CORES = 4
export LEC_CHECK = 1
export CORE_AREA = 10 10 70 70
export DIE_AREA = 0 0 80 80

===== flow/constraint.sdc =====
current_design BCDtoSeg

set clk_period 1.2
set clk_io_pct 0.2

create_clock -name clk0 -period $clk_period

set non_clock_inputs [all_inputs -no_clocks]
set_input_delay [expr $clk_period * $clk_io_pct] -clock clk0 $non_clock_inputs
set_output_delay [expr $clk_period * $clk_io_pct] -clock clk0 [all_outputs]

==> report_table.html <==
<p>Metrics extracted from the flow reports.</p>
<table>
<tr><th>Metric</th><th>Value</th></tr>
<tr><th colspan="2">Status</th></tr>
<tr><td>Result of the run</td><td>finished with violations</td></tr>
<tr><td>Violated checks</td><td>setup timing</td></tr>
<tr><th colspan="2">Floorplan</th></tr>
<tr><td>Width of the chip</td><td>80 um</td></tr>
<tr><td>Starting density of the core</td><td>0.0538</td></tr>
<tr><td>Placeable core region</td><td>3420 um2</td></tr>
<tr><td>Boundary Pins</td><td>11</td></tr>
<tr><td>Total number of placement rows</td><td>21</td></tr>
<tr><td>Height of the chip</td><td>80 um</td></tr>
<tr><td>Overall die area</td><td>between 6000 and 7000 um2</td></tr>
<tr><th colspan="2">Routing</th></tr>
<tr><td>Antenna Nets Post-Route</td><td>0</td></tr>
<tr><td>Number of inserted diodes</td><td>0</td></tr>
<tr><td>1st-pass router iterations</td><td>3</td></tr>
<tr><td>Routed vias</td><td>about 210</td></tr>
<tr><td>Detailed-route vias per instance</td><td>2.44</td></tr>
<tr><td>Post-detailed-route wirelength per cell</td><td>7.95 um</td></tr>
<tr><td># DRC</td><td>0</td></tr>
<tr><td>Drt initial violations</td><td>2</td></tr>
<tr><td>Detailed Route WL</td><td>692 um</td></tr>
<tr><th colspan="2">Power and ir drop</th></tr>
<tr><td>Standby leakage power</td><td>0.182 nW</td></tr>
<tr><td>Ratio of total power to cell area</td><td>approximately 280 nW/um2</td></tr>
<tr><td>Total power</td><td>0.129 mW</td></tr>
<tr><td>Maximum resistive drop on vdd</td><td>about 41 uV</td></tr>
<tr><th colspan="2">Global route</th></tr>
<tr><td>Vias in the first global route</td><td>~210</td></tr>
<tr><td>Global-route congestion overflow total</td><td>0</td></tr>
<tr><td>Maximum number of pins on one net before global-route repair</td><td>9</td></tr>
<tr><td>First-pass GRT wire length</td><td>1050 um</td></tr>
<tr><td>Total track usage</td><td>0.0194</td></tr>
<tr><td>Initial antenna violation count</td><td>0</td></tr>
<tr><th colspan="2">Timing</th></tr>
<tr><td>Number of max-slew violations in the final report</td><td>0</td></tr>
<tr><td>Final Hold Vio Count</td><td>0</td></tr>
<tr><td>Count of final setup violators</td><td>2</td></tr>
<tr><td>Achievable frequency</td><td>0.786 GHz</td></tr>
<tr><td>Max transition margin</td><td>0.863</td></tr>
<tr><td>Worst-case setup margin in the final layout</td><td>-0.0721 ns</td></tr>
<tr><td>Worst-Margin Slew</td><td>0.205 ns</td></tr>
<tr><td>Final period utilization</td><td>1.06</td></tr>
<tr><td>Time the worst path needs with I/O delays and setup</td><td>~1.3 ns</td></tr>
<tr><td>Setup repair after global routing missed its margin</td><td>true</td></tr>
<tr><th colspan="2">Placed design</th></tr>
<tr><td>Count of buffers inserted at the top-level ports</td><td>11</td></tr>
<tr><td>DPL Wire Length</td><td>a little over 500 um</td></tr>
<tr><td>Dpl ws</td><td>-0.993 ns</td></tr>
<tr><td>RD Place Congestion</td><td>about 0.77</td></tr>
<tr><th colspan="2">Synth</th></tr>
<tr><td>Syn Std Cell Area</td><td>184 um2</td></tr>
<tr><td>Number of library cell types mapped by synthesis</td><td>14</td></tr>
<tr><td>Number of cell instances after yosys synthesis</td><td>25</td></tr>
<tr><td>Ys Warns</td><td>1</td></tr>
<tr><td>Average size of a mapped cell</td><td>approximately 7.4 um2</td></tr>
<tr><td>Count of mapped cells out of synthesis</td><td>25</td></tr>
<tr><td>Max-area cell share</td><td>0.272</td></tr>
<tr><td>Top cells by area</td><td>sky130_fd_sc_hd__ha_1, sky130_fd_sc_hd__a21oi_1, sky130_fd_sc_hd__nand2b_4, sky130_fd_sc_hd__a211oi_2, sky130_fd_sc_hd__buf_6</td></tr>
<tr><td>Dominant cell type by area after synthesis</td><td>sky130_fd_sc_hd__ha_1</td></tr>
<tr><td>Chip area from the yosys synthesis statistics</td><td>184 um2</td></tr>
<tr><td>Sequential fraction of the synthesis area</td><td>0</td></tr>
<tr><th colspan="2">Flow run</th></tr>
<tr><td>MaxCap Viol Count</td><td>0</td></tr>
<tr><td>OpenROAD warnings</td><td>37</td></tr>
<tr><th colspan="2">Final layout</th></tr>
<tr><td>Most frequent cells in the layout</td><td>sky130_fd_sc_hd__buf_2, sky130_fd_sc_hd__buf_6, sky130_fd_sc_hd__ha_4</td></tr>
<tr><td>Clock buffer cells</td><td>0</td></tr>
<tr><td>Footprint of the flip-flops and latches</td><td>0 um2</td></tr>
<tr><td>Share of layout cells above drive strength 1</td><td>0.805</td></tr>
<tr><td>Growth of design area from synthesis to finish</td><td>151%</td></tr>
<tr><td>Commonest Layout Cell</td><td>sky130_fd_sc_hd__buf_2</td></tr>
<tr><td>Number of flip-flops and latches</td><td>0</td></tr>
<tr><th colspan="2">Clock tree</th></tr>
<tr><td>Quantity of hold-fixing buffers added after cts</td><td>0</td></tr>
<tr><th colspan="2">Hold path</th></tr>
<tr><td>Class of the tightest hold or removal check</td><td>in -&gt; out</td></tr>
<tr><th colspan="2">Critical path</th></tr>
<tr><td>Kind of end point of the critical path</td><td>primary output</td></tr>
<tr><td>Critical Path Slowest Stage Cell</td><td>sky130_fd_sc_hd__or2b_1</td></tr>
<tr><td>Kind of critical path</td><td>in -&gt; out</td></tr>
<tr><td>Kind of start point of the critical path</td><td>primary input</td></tr>
<tr><td>Maximum fanout along the worst path</td><td>2</td></tr>
<tr><td>List of cells traversed by the critical path</td><td>buf_8, inv_4, ha_4, or2b_1, a21oi_2, buf_2</td></tr>
<tr><td>Worst Path Required</td><td>0.96 ns</td></tr>
<tr><td>Longest individual stage delay on the worst path</td><td>0.23 ns</td></tr>
<tr><td>Arrival time of data at the critical path endpoint</td><td>1.03 ns</td></tr>
</table>
[critical path: cells and delay by family]
family	cells	cell delay (ns)
buf+inv	3	0.27
simple gates	1	0.23
fa+ha+maj	1	0.19
compound gates	1	0.11
[synthesized netlist by cell type, drive strengths merged]
| master | count |
|---|---|
| nand2 | 3 |
| nor3b | 1 |
| ha | 4 |
| nor2 | 4 |
| a21oi | 4 |
| mux2i | 1 |
| a211oi | 1 |
| o21ai | 1 |
| buf | 2 |
| or2b | 1 |
| inv | 2 |
| nand2b | 1 |
[area by class of cell]
cell class / count / area [um2]
fillers: 387 / 2950
inverters: 2 / 15.0
multi-input cells: 21 / 236
well taps: 46 / 57.6
repair buffers: 18 / 153
[worst paths after layout]
path / startpoint / end / slack (ns) / cells after the start
hold / removal: BCD[2] / Seg[2] / 0.89 / 4
setup / recovery: BCD[0] / Seg[3] / -0.07 / 6
[report_power, final]
group	switching [mW]	internal [mW]
registers	0	0
logic	0.0558	0.0735
clock network	0	0
total	0.0558	0.0735
[through the flow]
step | instances | setup TNS (ns) | hold slack (ns) | cell area, um2 | util
2_1_floorplan | 25 | 0 | 0.583 | 184 | -
3_3_place_gp | 86 | -5.56 | 1.56 | 380 | 0.111
3_5_place_dp | 86 | -5.61 | 1.57 | 380 | 0.111
4_1_cts | 87 | -0.154 | 0.942 | 455 | 0.133
5_1_grt | 87 | -0.197 | 0.920 | 462 | 0.135
6_report | 87 | -0.0757 | 0.889 | 462 | 0.135
[cell families (layout without fill, tap and decap cells)]
kind of cell,after synthesis,in the layout,share of synthesized area
AOI/OAI and AO/OA,6,6,0.204
buffers and inverters,4,20,0.129
and+or+nand+nor,10,10,0.340
muxes,1,1,0.0544
adders and majority gates,4,4,0.272
[what timing repair did]
| action | 4_1_cts | 5_1_grt |
|---|---|---|
| endpoints found under the hold margin | 0 | 0 |
| pin swaps | 8 | 1 |
| gates resized | 57 | 10 |
| buffers inserted | 1 | 0 |
| setup endpoints to repair | 7 | 5 |
[metal layers]
layer  GRT usage  wire [um]  up-vias
met4           0          0        0
met3     0.00568         68        0
met5           0          0        -
met2      0.0353        329        6
met1      0.0231        293       93
li1            -          -      113
Power and IR drop assume default switching activity.
